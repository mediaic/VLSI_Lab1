<file path="./run.sh">
#!/bin/bash
# OpenROAD 26Q1-2900-gdf79404cd8, Yosys 0.63+post, stock flow scripts
make -C /OpenROAD-flow-scripts/flow DESIGN_CONFIG=/design/flow/config.mk WORK_HOME=/design/flow/orfs finish
</file>
<file path="./constraint.sdc">
current_design Downsample

set clk_period 5.4
set clk_io_pct 0.2

create_clock -name clk0 -period $clk_period [get_ports {clk}]

set non_clock_inputs [all_inputs -no_clocks]
set_input_delay [expr $clk_period * $clk_io_pct] -clock clk0 $non_clock_inputs
set_output_delay [expr $clk_period * $clk_io_pct] -clock clk0 [all_outputs]
</file>
<file path="./design.v">
module Forward(
    input  logic clk,
    input  logic rst,
    input  logic src_rdy,
    output logic src_ack,
    output logic dst_rdy,
    input  logic dst_ack
);
    logic dst_rdy_w;
    assign dst_rdy_w = src_rdy || (dst_rdy && !dst_ack);
    assign src_ack = !dst_rdy || dst_ack;
    always_ff @(posedge clk or negedge rst) begin
        if (!rst) dst_rdy <= 1'b0;
        else dst_rdy <= dst_rdy_w;
    end
endmodule
module Merge(
    src_rdys,
    src_acks,
    dst_rdy,
    dst_ack
);
    parameter N = 2;
    input  logic [N-1:0] src_rdys;
    output logic [N-1:0] src_acks;
    output logic dst_rdy;
    input  logic dst_ack;
    assign dst_rdy = &src_rdys;
    assign src_acks = {N{dst_rdy && dst_ack}};
endmodule
module Broadcast(
    clk,
    rst,
    src_rdy,
    src_ack,
    dst_rdys,
    dst_acks
);
    parameter N = 2;
    input  logic clk;
    input  logic rst;
    input  logic src_rdy;
    output logic src_ack;
    output logic [N-1:0] dst_rdys;
    input  logic [N-1:0] dst_acks;
    logic [N-1:0] got, got_test, got_w;
    assign dst_rdys = {N{src_rdy}} & ~got;
    assign got_test = got | dst_acks;
    assign src_ack = &got_test;
    assign got_w = (src_rdy && !src_ack) ? got_test : '0;
    always_ff @(posedge clk or negedge rst) begin
        if (!rst) got <= '0;
        else got <= got_w;
    end
endmodule
module AcceptIf(
    input  logic cond,
    input  logic src_rdy,
    output logic src_ack,
    output logic dst_rdy,
    input  logic dst_ack,
    output logic accept
);
    parameter bit COND = 1;
    assign accept = cond == COND;
    assign dst_rdy = src_rdy;
    assign src_ack = dst_ack && accept;
endmodule
module IgnoreIf(
    input  logic cond,
    input  logic src_rdy,
    output logic src_ack,
    output logic dst_rdy,
    input  logic dst_ack,
    output logic ignore
);
    parameter bit COND = 1;
    assign ignore = cond == COND;
    assign dst_rdy = !ignore && src_rdy;
    assign src_ack = ignore || dst_ack;
endmodule
module Downsample(
    input clk,
    input rst,
    input  logic       i_rdy,
    output logic       i_ack,
    input  logic [7:0] i_data,
    output logic       o_rdy,
    input  logic       o_ack,
    output logic [7:0] o_data
);
    logic [8:0] i_tmp;
    logic o_counter;
    IgnoreIf IGN(
        .cond(o_counter!=1),
        .src_rdy(i_rdy),
        .src_ack(i_ack),
        .dst_rdy(g_rdy),
        .dst_ack(g_ack),
        .ignore()
    );
    Forward F(
        .clk(clk),
        .rst(rst),
        .src_rdy(g_rdy),
        .src_ack(g_ack),
        .dst_rdy(o_rdy),
        .dst_ack(o_ack)
    );
    always_ff @(posedge clk or negedge rst) begin
        if (!rst) begin
            o_data <= '0;
        end else if (g_rdy && g_ack) begin
            o_data <= (i_tmp + i_data) >> 1;
        end
    end
    always_ff @(posedge clk or negedge rst) begin
        if (!rst) begin
            i_tmp <= 1'b0;
            o_counter <= '0;
        end else if (i_rdy && i_ack)begin
            i_tmp <= i_data+1;
            o_counter <= o_counter+1;
        end
    end
endmodule
</file>
<file path="./config.mk">
export PLATFORM = sky130hd
export DESIGN_NAME = Downsample
export DESIGN_NICKNAME = Downsample
export VERILOG_FILES = /design/flow/design.v
export SDC_FILE = /design/flow/constraint.sdc
export NUM_CORES = 4
export LEC_CHECK = 1
export CORE_AREA = 10 10 87 87
export DIE_AREA = 0 0 97 97
</file>
==> impl_metrics.tcl <==
# yosys + openroad results
set metrics [dict create \
    cp-end-kind "output port" \
    cts_tree "built" \
    dpl_worst_slack_ps 2150 \
    worst_slew_pin_slew_ps 536 \
    cts_htree_levels 1 \
    slew_headroom_pct 64.2 \
    power_density_nw_per_um2 329 \
    die-width_um 97 \
    n_antenna_cell 0 \
    warnings 25 \
    netlist_top_cells_count "nand2_1, dfrtp_1, ha_1, o21ai_0, nand3_1" \
    core_um2 5640 \
    required_ps 4320 \
    layout_setup_ws_ps 2150 \
    p_seq_share_pct 40.7 \
    critical_path_arrival_ps 2170 \
    vdd_ir_drop_max_uv 97.1 \
    edf_count 0 \
    dpl.hpwl_um 2220 \
    fin_setup_tns_ps 0 \
    p_sw_share_pct 31.4 \
    clk_latency_ps 250 \
    syn_area_um2 1220 \
    cts_setup_buffers 0 \
    async_reset_ff_share_pct 100 \
    clock.fmax_ghz 0.308 \
    die_h_um 97 \
    wirelength_um 2780 \
    synthToLayoutAreaGrowth_pct 26.6 \
    worst_r2r_path_depth 6 \
    startpoint "o_ack" \
    ys_warn_count 4 \
    netlist_instances 130 \
    vias_per_cell 4.47 \
    wl_per_cell_um 12.4 \
    endpoint "i_ack" \
    hold_ws_ps 480 \
    crit_type "input pin to output port" \
    r2r_start "i_tmp[0]" \
    antenna_found_initial 0 \
    dr.pass1.iters 5 \
    skew_ps 1.17 \
    vias 1001 \
    fp-utilization_pct 21.6 \
    yosysSeqAreaShare_pct 39.0 \
    numCtsBuffers 3 \
    status "finished, final reports clean" \
    critPathLaunchType "input pin" \
    hold_buffers 0 \
    leakage_nw 0.615 \
    drv_slew 0 \
    grt_first_pass_wirelength_um 4660 \
    worstPathMaxFanout 3 \
    r2r-end "o_data[5]" \
    fp-row-count 27 \
    drc 0 \
    drv_cap 0 \
    gpl.final_weighted_congestion 0.796 \
    grt_max_degree 20 \
    hold_viol 0 \
    clockRootBuffer "clkbuf_8" \
    ys_chip_area_um2 1220 \
    r2r_slack_ps 3550 \
    flop_cell "dfrtp_1" \
    top_level_ports 22 \
    hold_path_class "register to register" \
    cts_resized 0 \
    pwr-share-comb_pct 39.4 \
    ant_nets 0 \
    drt_iter0_markers 64 \
    drive_above_1_share_pct 8.55 \
    clockPowerShare_pct 19.9 \
    grt_usage_pct 5.66 \
    fin_crit_sh_pct 60.1 \
    synth_top_cell_by_count "nand2_1" \
    grt_setup_unrepaired "false" \
    yosys_cells 130 \
    top_cell_area_share_pct 39.0 \
    clock-sinks 19 \
    die_area_um2 9410 \
    p_int_w 0.000349 \
    port-buffer-count 21 \
    finalCriticalPeriod_ps 3250 \
    overflow 0 \
    p_switching_w 0.000160 \
    clk_pin_slew_ps 70 \
    synth.area.top_cells "dfrtp_1, ha_1, nand2_1" \
    grt_pass1_vias 976 \
    finalCoreUtilization_pct 27.4 \
    syn_area_per_cell_um2 9.38 \
    top_area_cell "dfrtp_1" \
    synth_cell_types 35 \
    setup_viol 0 \
    ys.flops 19 \
    cts_buffer_depth 2 \
]
-- cells by family (layout without fill, tap and decap cells) --
kind of cell             Yosys count  count (layout)  share of synthesized area (%)
multiplexers                       1               1                          0.923
buffers and inverters              7              29                           3.28
XOR/XNOR                           7               7                           5.03
adder cells (fa/ha/maj)            9               9                           9.85
flip-flops                        19              19                           39.0
AND-OR/OR-AND                     29              29                           16.7
AND/OR/NAND/NOR                   58              58                           25.2
-- metrics by stage --
step           total power [W]  area (µm²)  std cells
6_report              0.000508        1540        224
5_1_grt               0.000548        1540        224
4_1_cts               0.000518        1540        224
3_5_place_dp          0.000415        1500        220
3_3_place_gp          0.000412        1500        220
2_1_floorplan         0.000316        1220        130
-- power groups by stage --
stage | sequential, W | combinational (W) | clock, W
after global routing | 0.000213 | 0.000224 | 0.000111
final | 0.000207 | 0.000200 | 0.000101
after CTS | 0.000208 | 0.000205 | 0.000104
-- layout by cell type, fill, tap and decap left out, types with 3 or more instances in the layout --
cell,instances
dfrtp_1,19
xor2_1,4
o21ai_0,8
xnor2_1,3
a21oi_1,3
clkbuf_8,3
nor4b_1,3
nor4_1,3
inv_1,3
clkdlybuf4s50_1,21
nand3_1,7
nand2_1,23
a21oi_2,3
nand4_1,4
a211oi_1,3
o31ai_1,5
ha_1,8
nor2_1,6
-- routing by layer --
layer / track usage (%) / vias to the layer above / wire length, µm
met1: 7.27 / 462 / 1320
met5: 0 / - / 0
met4: 0.676 / 0 / 20
met2: 9.51 / 13 / 1310
met3: 1.50 / 2 / 120
li1: - / 524 / -
-- flip-flops by register name (all words and copies together), names as in the netlist --
name	cells
F.dst_rdy	1
i_tmp	9
o_counter	1
o_data	8
-- worst max-delay path, stage by stage --
cell	delay, ps
clkdlybuf4s50_1	480
nand3b_1	130
clkdlybuf4s50_1	470
-- how the worst min path moves through the flow --
stage,start,endpoint,depth (start not counted)
6_report,o_data[3],o_data[3],2
4_1_cts,o_data[0],o_data[0],2
5_1_grt,o_data[0],o_data[0],2
-- layout make-up --
type / count / area [µm²]
inverter: 3 / 11.3
tap: 72 / 90.1
fill: 578 / 4100
multi-input combinational: 104 / 704
clock buffer: 4 / 45.0
sequential: 19 / 475
timing repair buffer: 22 / 218
Power is estimated from default activity; no workload was simulated.
